--- /design/flow/design.v ---
`timescale 1ns / 1ps
module counter(	
	input			i_sysclk,		 
	input			i_sysrst,		 
	input			i_ld,			 
	input	[15:0]	i_ld_data,		 
	input			i_clr,			 
	input			i_cnt_en,		 
	output 	[15:0]	o_cnt_data		 
);
reg [15:0] 	r_cnt;
always @ (posedge i_sysclk)
begin
	if(i_sysrst)						 
		r_cnt <= 16'h0;
	else 
	begin
		if(i_ld)						 
			r_cnt <= i_ld_data;
		else if(i_clr)					 
			r_cnt <= 16'h0;
		else if(i_cnt_en)				 
			r_cnt <= r_cnt + 1'b1;
	end
end
assign o_cnt_data = r_cnt;
endmodule
--- /design/flow/run.sh ---
#!/bin/bash
# OpenROAD 26Q1-2900-gdf79404cd8, Yosys 0.63+post, stock flow scripts
make -C /OpenROAD-flow-scripts/flow DESIGN_CONFIG=/design/flow/config.mk WORK_HOME=/design/flow/orfs finish
--- /design/flow/constraint.sdc ---
current_design counter

set clk_period 3.0
set clk_io_pct 0.2

create_clock -name clk0 -period $clk_period [get_ports {i_sysclk}]

set non_clock_inputs [all_inputs -no_clocks]
set_input_delay [expr $clk_period * $clk_io_pct] -clock clk0 $non_clock_inputs
set_output_delay [expr $clk_period * $clk_io_pct] -clock clk0 [all_outputs]
--- /design/flow/config.mk ---
export PLATFORM = sky130hd
export DESIGN_NAME = counter
export DESIGN_NICKNAME = counter
export VERILOG_FILES = /design/flow/design.v
export SDC_FILE = /design/flow/constraint.sdc
export NUM_CORES = 4
export LEC_CHECK = 1
export CORE_AREA = 10 10 81 81
export DIE_AREA = 0 0 91 91
==> qor.yml <==
edf_count: 0
cp_max_fo: 14
fin_cells: 219
final_cell_mix: "clkdlybuf4s50_1 (36), nand2_1 (20), dfxtp_1 (16)"
fin_skew_ns: 0.000968
final_layout_size_suffix_gt1_share_pct: 6.58
finalInstanceArea_sq_um: 1400
ys_chip_area_sq_um: 922
avgSynthCellArea_sq_um: 7.95
grt_use_total_pct: 7.06
maxCapViolations: 0
dp_slack_ns: 0.667
synth_cell_types: 36
grt_first_pass_wirelength_mm: 4.95
yosysTopAreaCell: "dfxtp_1"
power_density_nw_per_um2: 370
rsz0062_at_grt: "false"
slew_viol_final: 0
synthArstFlopShare_pct: 0
cts_buffers: 3
worst_slew_pin_slew_ns: 0.631
clk_latency_ns: 0.25
syn_inst: 116
netlist.area_leader.share_pct: 34.7
clock_path_buffers: 2
r2r_slack_ns: 1.31
chipWidth_um: 91
setup_ws_ns: 0.944
cts_tree: "yes"
warning_count: 25
min_period_over_period_pct: 68.5
cts.htree.levels: 1
max_freq_ghz: 0.486
core-area_sq_um: 4820
finish.utilization_pct: 29.1
status: "finished clean"
die-area_sq_um: 8280
slowest_stage: "clkdlybuf4s50_1"
dr.pass1.iters: 4
critical_path_class: "input pin to register"
ys_cells: 116
floorplan.core_util_pct: 19.1
remaining_drc_errors: 0
gp_congestion: 0.816
ys_warn_count: 1
cts-root-buf: "clkbuf_8"
setup_viol: 0
crit_arrival_ns: 2.19
cts_resized: 0
ios: 37
grt_pass1_vias: 976
topCellsByArea: "dfxtp_1 (35%), nand2_1 (8.1%), o21ai_0 (4.9%)"
grt_max_degree: 15
crit_path_max_incr_delay_ns: 0.65
cts_sinks: 16
diodes: 0
path_clk_slew_ns: 0.07
hp-class: "register to register"
holdWs_ns: 0.528
finalHoldViolations: 0
period_minus_slack_ns: 2.06
port_buffers: 36
placed_area_sq_um: 1350
cp-start-kind: "input pin"
rows: 25
routed_wl_mm: 3.05
top_register: "r_cnt"
wl_per_cell_um: 13.9
required_ns: 3.14
hpwl_mm: 2.34
drtIter0Drc: 110
slew_headroom_pct: 57.9
finalPower_mw: 0.518
largest_register_ffs: 16
layout_top_cell: "clkdlybuf4s50_1"
power.leakage_nw: 0.465
vias: 966
ff_type: "dfxtp_1"
place_inst: 215
chipHeight_um: 91
numSynthFlops: 16
antenna_found_initial: 0
syn_area_sq_um: 922
syn2layout_area_growth_pct: 52.0
finalSetupTns_ns: 0
yosys.stat.seqShare_pct: 34.7
vias_per_cell: 4.41
ir_drop_mv: 0.124
cts_setup_buffers: 0
path_cells: "clkdlybuf4s50_1 -> or3_1 -> a41oi_1 -> o21ai_0"
grt_remaining_overflow: 0
cts-hold-fix-buffers: 0
antenna_left: 0
cp-end-kind: "register"
largest_registers: "r_cnt (16)"
layout make-up:
type / instances / area, sq um
Fill cell: 536 / 3420
Multi-Input combinational cell: 91 / 559
Tap cell: 67 / 83.8
Inverter: 4 / 15.0
Clock buffer: 4 / 55.1
Sequential cell: 16 / 320
Timing Repair Buffer: 37 / 368
power by group:
part / leakage (nW) / internal [mW] / total (mW) / switching (mW)
Clock: 0.0288 / 0.116 / 0.194 / 0.0780
Combinational: 0.305 / 0.0553 / 0.0867 / 0.0315
Sequential: 0.131 / 0.222 / 0.237 / 0.0146
Total: 0.465 / 0.394 / 0.518 / 0.124
routing by layer:
layer | vias to the layer above | track usage, % | wire length, um
met5 | - | 0 | 0
met4 | 0 | 1.17 | 17
li1 | 504 | - | -
met3 | 2 | 1.83 | 165
met2 | 27 | 10.8 | 1370
met1 | 433 | 9.95 | 1500
synthesized netlist by cell type, drive strengths merged (2+ instances only):
cell type,number
nand4,5
nor3,4
xor2,4
nor4,5
inv,4
dfxtp,16
nand3,6
a22oi,2
o41ai,2
nand2,20
nor2,5
buf,3
a21oi,6
clkbuf,2
a22o,4
a211oi,6
o21ai,9
worst max-delay path, delay by kind of cell:
kind	cells	cell delay, ns
simple gates	1	0.60
buf+inv	1	0.65
compound gates	2	0.34
path summary, 6_finish.rpt:
kind	to	depth (start not counted)	startpoint
worst max-delay path	r_cnt[8]	4	i_ld
worst max register to register	r_cnt[12]	4	r_cnt[2]
worst min register to register	r_cnt[14]	2	r_cnt[14]
worst min-delay path	r_cnt[14]	2	r_cnt[14]
cell families (layout without fill, tap and decap cells):
| kind of cell | after synthesis | in the layout | share of synthesized area (%) |
|---|---|---|---|
| AND/OR/NAND/NOR | 51 | 51 | 28.6 |
| AND-OR/OR-AND | 33 | 33 | 24.8 |
| flip-flops | 16 | 16 | 34.7 |
| buffers and inverters | 9 | 45 | 4.61 |
| XOR/XNOR | 5 | 5 | 4.75 |
| adder cells (fa/ha/maj) | 1 | 1 | 1.36 |
| multiplexers | 1 | 1 | 1.09 |
Power and IR drop assume default switching activity.
