$ cat flow/run.sh
#!/bin/bash
# OpenROAD 26Q1-2900-gdf79404cd8, Yosys 0.63+post, stock flow scripts
make -C /OpenROAD-flow-scripts/flow DESIGN_CONFIG=/design/flow/config.mk WORK_HOME=/design/flow/orfs finish
$ cat flow/config.mk
export PLATFORM = sky130hd
export DESIGN_NAME = input_capture
export DESIGN_NICKNAME = input_capture
export VERILOG_FILES = /design/flow/design.v
export SDC_FILE = /design/flow/constraint.sdc
export NUM_CORES = 4
export LEC_CHECK = 1
export CORE_AREA = 10 10 83 83
export DIE_AREA = 0 0 93 93
$ cat flow/constraint.sdc
current_design input_capture

set clk_period 4.1
set clk_io_pct 0.2

create_clock -name clk0 -period $clk_period [get_ports {i_sysclk}]

set non_clock_inputs [all_inputs -no_clocks]
set_input_delay [expr $clk_period * $clk_io_pct] -clock clk0 $non_clock_inputs
set_output_delay [expr $clk_period * $clk_io_pct] -clock clk0 [all_outputs]
$ cat flow/design.v
`timescale 1ns / 1ps
module input_capture(	
	input			i_sysclk,		 
	input			i_sysrst,		 
	input 			i_cap_pin,		 
	input			i_clr,			 
	input			i_cnt_en,		 
	output			o_ic_flg,		 
	output 	[15:0]	o_cnt_data 		 
);
reg 		r_icap_0;
reg 		r_icap_1;
reg 		r_icap_2;
wire		w_cap_rise;
wire 		w_cap_fall;
always @ (posedge i_sysclk)
begin
	if (i_sysrst)
	begin
		r_icap_0 	<= 1'b0;
		r_icap_1 	<= 1'b0;
		r_icap_2 	<= 1'b0;
	end
	else if (i_cnt_en)
	begin
		r_icap_0 <= i_cap_pin;
		r_icap_1 <= r_icap_0;
		r_icap_2 <= r_icap_1;
	end
	else 
	begin
		r_icap_0 	<= 1'b0;
		r_icap_1 	<= 1'b0;
		r_icap_2 	<= 1'b0;
	end
end
assign w_cap_rise = ((~r_icap_2) & r_icap_1);
reg [15:0] 	r_cnt;
reg 		r_ic_flg;
always @ (posedge i_sysclk)
begin
	if(i_sysrst)begin							 
		r_cnt <= 16'h0;
		r_ic_flg <= 0;
	end
	else 
	begin
		if(i_clr)								 
			r_cnt <= 16'h0;
		else if(i_cnt_en)						 
		begin
			if (w_cap_rise) begin
				r_cnt <= r_cnt + 1'b1;		 
				r_ic_flg <= 1;
			end
			else r_ic_flg <= 0;	
		end
	end
end
assign o_ic_flg = r_ic_flg;
assign o_cnt_data = r_cnt;
endmodule
==> PnR_summary.wiki <==
== Implementation results ==
{| class="wikitable"
! Metric !! Value
|-
| Setup ws final || 1.88 ns
|-
| Crit share post-route || 0.542
|-
| Count of distinct cell types in the synthesized netlist || 30
|-
| Most repeated cell in the gate-level netlist after synthesis || sky130_fd_sc_hd__dfxtp_1
|-
| Leakage || 0.415 nW
|-
| Maximum cell stage delay along the critical path || 0.52 ns
|-
| Fmax || 0.450 GHz
|-
| Number of warnings in the stage logs || 25
|-
| Avg WL per Cell || 10.7 µm
|-
| Antenna fix cells || 0
|-
| Initial DRC Count || 53
|-
| Setup Slack @ Placement || 1.62 ns
|-
| Count of antenna-violating nets left after detailed routing || 0
|-
| Pins Over Slew Limit || 0
|-
| DR DRC count || 0
|-
| Wire length after detailed routing || 1.99 mm
|-
| Endpoint arrival time on the critical path || 2.41 ns
|-
| Mean post-synth cell area || 9.39 µm²
|-
| Power per Cell Area || 327 nW/µm²
|-
| Detailed placement HPWL || 1.52 mm
|-
| Floorplan die area || 8650 µm²
|-
| Yosys warnings || 1
|-
| Number of cell instances after yosys synthesis || 95
|-
| Pin count of the biggest net entering global routing || 17
|-
| Clock skew after layout || 0.00924 ns
|-
| Die outline height || 93 µm
|-
| Hold crit path type || reg -> reg
|-
| Cell-by-cell listing of the critical path || clkdlybuf4s50_1 -> and3b_1 -> nand4_2 -> or3_1 -> a21oi_1
|-
| Start point of the worst hold path || r_icap_0
|-
| GRT Resource Usage Total || 0.0473
|-
| Worst reg2reg path endpoint || r_cnt[14]
|-
| Number of flops mapped to enable cells by yosys || 0
|-
| Top cell type by total area after synthesis || sky130_fd_sc_hd__dfxtp_1
|-
| Vias in the first global route || 697
|-
| Share of synthesized registers carrying an async set or reset || 0
|-
| # clock sinks || 20
|-
| CTS HTree Levels || 1
|-
| Time the final worst path needs with I/O delays and setup || 2.22 ns
|-
| Reg-to-reg startpoint || r_cnt[0]
|-
| Final-layout setup total negative slack || 0 ns
|-
| Most instantiated flip-flop cell in the synthesis netlist || sky130_fd_sc_hd__dfxtp_1
|-
| Number of I/O port buffers || 21
|-
| Worst rel slew slack || 0.776
|-
| Clk Tree Root Cell || sky130_fd_sc_hd__clkbuf_8
|-
| Critical path's slowest cell || sky130_fd_sc_hd__clkdlybuf4s50_1
|-
| Post-synthesis register bit count || 20
|-
| Syn Inst Count || 95
|-
| X dimension of the die || 93 µm
|-
| Peak VDD IR || 272 µV
|-
| Critical-path maximum fanout || 7
|-
| Required @ worst endpoint || 4.29 ns
|-
| Mapped cell area || 892 µm²
|-
| Share of the yosys chip area belonging to registers || 0.449
|-
| CTS clock-pin slew for the worst setup and hold paths || 0.07 ns
|-
| Post-synthesis to final-layout area growth || 37.3%
|-
| CTS Hold Bufs || 0
|-
| Main area contributors after synthesis || sky130_fd_sc_hd__dfxtp_1 45%, sky130_fd_sc_hd__xor2_1 6.9%, sky130_fd_sc_hd__nor2_1 4.6%
|-
| Number of cells on the worst reg-to-reg path || 5
|-
| Type of the worst setup path || in -> reg
|-
| Antenna violations before repair || 0
|-
| CTS Buffer Depth || 2
|-
| Number of gates given a new drive strength after cts || 0
|-
| Via count || 721
|-
| Max_cap viols || 0
|-
| Worst hold slack || 0.456 ns
|-
| Share of cells above drive strength 1 || 0.0870
|-
| Number of buffers added for setup after CTS || 0
|-
| RePlAce Congestion || 0.760
|-
| Total count of hold-check failures in the final report || 0
|-
| Clock tree from TritonCTS || done
|-
| Result of the run || finished clean
|-
| Number of stages on the worst hold path || 1
|-
| Crit path capture type || flop
|-
| Pin slew with the least headroom to its limit || 0.336 ns
|-
| Mean number of vias per cell || 3.90
|-
| CTS buffer count || 3
|-
| First-pass GRT wire length || 3.42 mm
|-
| Hold Path Sink || r_icap_1
|-
| Placeable core area || 5140 µm²
|-
| Overall overflow remaining after global route || 0
|-
| Detailed Routing Iterations Pass 1 || 4
|-
| Setup repair after global routing missed its margin || no
|-
| Top cells by count || 20 x sky130_fd_sc_hd__dfxtp_1, 11 x sky130_fd_sc_hd__nor2_1, 7 x sky130_fd_sc_hd__a21oi_1, 7 x sky130_fd_sc_hd__xor2_1
|-
| Later-pin clock latency in the skew report || 0.26 ns
|-
| Fp util || 0.174
|-
| Total of endpoints with negative setup slack in the final report || 0
|-
| Type of element launching the critical path || primary input
|-
| Portion of synthesized cell area occupied by the leading cell type || 0.449
|-
| Slack of the worst reg-to-reg path || 2.48 ns
|-
| Boundary Pins || 22
|-
| Total cell area reported by yosys after synthesis || 892 µm²
|-
| Number of cell rows || 26
|}
[power breakdown]
part	internal, mW	switching [mW]	total (mW)
logic	0.00471	0.00483	0.00954
clock network	0.130	0.0661	0.196
registers	0.195	0.000301	0.195
[worst max-delay path by stage]
stage	start	to	slack, ns
4_1_cts	i_cnt_en	r_cnt[9]	1.89
6_report	i_cnt_en	r_cnt[9]	1.88
5_1_grt	i_cnt_en	r_cnt[11]	1.74
[registers in the layout (all words and copies together) (netlist names)]
name and flops:
r_cnt 16, r_icap_0 1, r_icap_2 1, r_ic_flg 1, r_icap_1 1
[kinds of logic (layout without fill, tap and decap cells)]
group,count (synthesis),after routing,share of synthesized area
buffers and inverters,6,26,0.0449
DFF,20,20,0.449
muxes,1,1,0.0112
xor gates and xnor gates,9,9,0.0884
and+or+nand+nor,44,44,0.309
adders and majority gates,1,1,0.0140
AOI/OAI and AO/OA,14,14,0.0841
[layout by cell type, fill, tap and decap left out]
master,Yosys,layout
sky130_fd_sc_hd__o21ai_0,6,6
sky130_fd_sc_hd__nand2_1,6,6
sky130_fd_sc_hd__or4b_1,1,1
sky130_fd_sc_hd__and2_2,1,1
sky130_fd_sc_hd__inv_1,1,1
sky130_fd_sc_hd__nand3b_1,1,1
sky130_fd_sc_hd__bufinv_16,0,1
sky130_fd_sc_hd__or3_1,5,5
sky130_fd_sc_hd__ha_1,1,1
sky130_fd_sc_hd__clkbuf_8,0,3
sky130_fd_sc_hd__and3_2,2,2
sky130_fd_sc_hd__nor2_1,11,11
sky130_fd_sc_hd__or2_2,1,1
sky130_fd_sc_hd__a21bo_1,1,1
sky130_fd_sc_hd__and3b_1,1,1
sky130_fd_sc_hd__mux2i_1,1,1
sky130_fd_sc_hd__nand3_1,3,3
sky130_fd_sc_hd__nor3b_1,2,2
sky130_fd_sc_hd__xor2_1,7,7
sky130_fd_sc_hd__xnor2_1,2,2
sky130_fd_sc_hd__and4_1,3,3
sky130_fd_sc_hd__and4b_1,1,1
sky130_fd_sc_hd__and2_1,1,1
sky130_fd_sc_hd__nand4_1,3,3
sky130_fd_sc_hd__nand4_2,1,1
sky130_fd_sc_hd__nand4_4,1,1
sky130_fd_sc_hd__a21oi_1,7,7
sky130_fd_sc_hd__clkdlybuf4s50_1,0,21
sky130_fd_sc_hd__dfxtp_1,20,20
[layer usage]
metal / GRT usage / part of all wire / up-vias / wire, µm
met5: 0 / 0 / - / 0
li1: - / - / 380 / -
met2: 0.0824 / 0.50 / 16 / 991
met3: 0.0170 / 0.056 / 2 / 111
met1: 0.0570 / 0.44 / 323 / 872
met4: 0.00386 / 0.0045 / 0 / 9
[critical path: cells and delay by family]
family,cells,cell delay (ns)
AOI/OAI and AO/OA,1,0.14
buffers and inverters,1,0.52
and+or+nand+nor,3,0.92
[final cells by class]
| type | instances | area (µm²) |
|---|---|---|
| clock buffer | 3 | 41.3 |
| clock inverter | 1 | 30.0 |
| fill | 591 | 3920 |
| inverter | 1 | 3.75 |
| multi-input combinational | 69 | 452 |
| sequential | 20 | 400 |
| tap | 70 | 87.6 |
| timing repair buffer | 21 | 210 |
[through the flow]
stage / power [mW] / cells / util / area (µm²)
floorplan: 0.204 / 95 / - / 892
global placement: 0.209 / 181 / 0.224 / 1150
detailed placement: 0.209 / 181 / 0.224 / 1150
CTS: 0.406 / 185 / 0.238 / 1220
global route: 0.417 / 185 / 0.238 / 1220
finish: 0.401 / 185 / 0.238 / 1220
Power figures rest on the tool's default switching activity, not on a simulated workload.
